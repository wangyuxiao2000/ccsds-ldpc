<file path="run.sh">
#!/bin/bash
# OpenROAD 26Q1-2900-gdf79404cd8, Yosys 0.63+post, stock flow scripts
make -C /OpenROAD-flow-scripts/flow DESIGN_CONFIG=/design/flow/config.mk WORK_HOME=/design/flow/orfs finish
</file>
<file path="config.mk">
export PLATFORM = sky130hd
export DESIGN_NAME = encoder_2048_1024
export DESIGN_NICKNAME = encoder_2048_1024
export VERILOG_FILES = /design/flow/design.v
export SDC_FILE = /design/flow/constraint.sdc
export NUM_CORES = 4
export LEC_CHECK = 1
export CORE_UTILIZATION = 50
</file>
<file path="constraint.sdc">
current_design encoder_2048_1024

set clk_period 199.8
set clk_io_pct 0.2

create_clock -name clk0 -period $clk_period [get_ports {clk}]

set non_clock_inputs [all_inputs -no_clocks]
set_input_delay [expr $clk_period * $clk_io_pct] -clock clk0 $non_clock_inputs
set_output_delay [expr $clk_period * $clk_io_pct] -clock clk0 [all_outputs]
</file>
<file path="design.v">
`timescale 1 ns / 1 ps
module encoder_2048_1024 (clk,rst_n,s_axis_tdata,s_axis_tvalid,s_axis_tready,m_axis_tdata,m_axis_tvalid,m_axis_tlast,m_axis_tready);
parameter width = 8;  
localparam n = 2048;
localparam k = 1024;
localparam sub_size = 128;
localparam G1_1 = 128'hCFA794F49FA5A0D88BB31D8FCA7EA8BB;
localparam G1_2 = 128'hA7AE7EE8A68580E3E922F9E13359B284;
localparam G1_3 = 128'h91F72AE8F2D6BF7830A1F83B3CDBD463;
localparam G1_4 = 128'hCE95C0EC1F609370D7E791C870229C1E;
localparam G1_5 = 128'h71EF3FDF60E2878478934DB285DEC9DC;
localparam G1_6 = 128'h0E95C103008B6BCDD2DAF85CAE732210;
localparam G1_7 = 128'h8326EE83C1FBA56FDD15B2DDB31FE7F2;
localparam G1_8 = 128'h3BA0BB43F83C67BDA1F6AEE46AEF4E62;
localparam G2_1 = 128'h565083780CA89ACAA70CCFB4A888AE35;
localparam G2_2 = 128'h1210FAD0EC9602CC8C96B0A86D3996A3;
localparam G2_3 = 128'hC0B07FDDA73454C25295F72BD5004E80;
localparam G2_4 = 128'hACCF973FC30261C990525AA0CBA006BD;
localparam G2_5 = 128'h9F079F09A405F7F87AD98429096F2A7E;
localparam G2_6 = 128'hEB8C9B13B84C06E42843A47689A9C528;
localparam G2_7 = 128'hDAAA1A175F598DCFDBAD426CA43AD479;
localparam G2_8 = 128'h1BA78326E75F38EB6ED09A45303A6425;
localparam G3_1 = 128'h48F42033B7B9A05149DC839C90291E98;
localparam G3_2 = 128'h9B2CEBE50A7C2C264FC6E7D674063589;
localparam G3_3 = 128'hF5B6DEAEBF72106BA9E6676564C17134;
localparam G3_4 = 128'h6D5954558D23519150AAF88D7008E634;
localparam G3_5 = 128'h1FA962FBAB864A5F867C9D6CF4E087AA;
localparam G3_6 = 128'h5D7AA674BA4B1D8CD7AE9186F1D3B23B;
localparam G3_7 = 128'h047F112791EE97B63FB7B58FF3B94E95;
localparam G3_8 = 128'h93BE39A6365C66B877AD316965A72F5B;
localparam G4_1 = 128'h1B58F88E49C00DC6B35855BFF228A088;
localparam G4_2 = 128'h5C8ED47B61EEC66B5004FB6E65CBECF3;
localparam G4_3 = 128'h77789998FE80925E0237F570E04C5F5B;
localparam G4_4 = 128'hED677661EB7FC3825AB5D5D968C0808C;
localparam G4_5 = 128'h2BDB828B19593F41671B8D0D41DF136C;
localparam G4_6 = 128'hCB47553C9B3F0EA016CC1554C35E6A7D;
localparam G4_7 = 128'h97587FEA91D2098E126EA73CC78658A6;
localparam G4_8 = 128'hADE19711208186CA95C7417A15690C45;
localparam G5_1 = 128'hBE9C169D889339D9654C976A85CFD9F7;
localparam G5_2 = 128'h47C4148E3B4712DAA3BAD1AD71873D3A;
localparam G5_3 = 128'h1CD630C342C5EBB9183ADE9BEF294E8E;
localparam G5_4 = 128'h7014C077A5F96F75BE566C866964D01C;
localparam G5_5 = 128'hE72AC43A35AD216672EBB3259B77F9BB;
localparam G5_6 = 128'h18DA8B09194FA1F0E876A080C9D6A39F;
localparam G5_7 = 128'h809B168A3D88E8E93D995CE5232C2DC2;
localparam G5_8 = 128'hC7CFA44A363F628A668D46C398CAF96F;
localparam G6_1 = 128'hD57DBB24AE27ACA1716F8EA1B8AA1086;
localparam G6_2 = 128'h7B7796F4A86F1FD54C7576AD01C68953;
localparam G6_3 = 128'hE75BE799024482368F069658F7AAAFB0;
localparam G6_4 = 128'h975F3AF795E78D255871C71B4F4B77F6;
localparam G6_5 = 128'h65CD9C359BB2A82D5353E007166BDD41;
localparam G6_6 = 128'h2C5447314DB027B10B130071AD0398D1;
localparam G6_7 = 128'hDE19BC7A6BBCF6A0FF021AABF12920A5;
localparam G6_8 = 128'h58BAED484AF89E29D4DBC170CEF1D369;
localparam G7_1 = 128'h4C330B2D11E15B5CB3815E09605338A6;
localparam G7_2 = 128'h75E3D1A3541E0E284F6556D68D3C8A9E;
localparam G7_3 = 128'hE5BB3B297DB62CD2907F09996967A0F4;
localparam G7_4 = 128'hFF33AEEE2C8A4A52FCCF5C39D355C39C;
localparam G7_5 = 128'h5FE5F09ABA6BCCE02A73401E5F87EAC2;
localparam G7_6 = 128'hD75702F4F57670DFA70B1C002F523EEA;
localparam G7_7 = 128'h6CE1CE2E05D420CB867EC0166B8E53A9;
localparam G7_8 = 128'h9DF9801A1C33058DD116A0AE7278BBB9;
localparam G8_1 = 128'h4CF0B0C792DD8FDB3ECEAE6F2B7F663D;
localparam G8_2 = 128'h106A1C296E47C14C1498B045D57DEFB5;
localparam G8_3 = 128'h968F6D8C790263C353CF307EF90C1F21;
localparam G8_4 = 128'h66E6B632F6614E58267EF096C37718A3;
localparam G8_5 = 128'h3D46E5D10E993EB6DF81518F885EDA1B;
localparam G8_6 = 128'h6FF518FD48BB8E9DDBED4AC0F4F5EB89;
localparam G8_7 = 128'hBCC64D21A65DB379ABE2E4DC21F109FF;
localparam G8_8 = 128'h2EC0CE7B5D40973D13ECF713B01C6F10;
input clk;                              
input rst_n;                            
input [width-1:0] s_axis_tdata;         
input s_axis_tvalid;                    
output reg s_axis_tready;               
output reg [width-1:0] m_axis_tdata;    
output reg m_axis_tvalid;               
output reg m_axis_tlast;                
input m_axis_tready;                    
localparam STATE_waiting_valid=4'b1000;   
localparam STATE_data_out=4'b0100;        
localparam STATE_waiting_ready=4'b0010;   
localparam STATE_check_out=4'b0001;       
reg [3:0] state;                
reg [$clog2(n):0] in_out_cnt;   
reg [n-k-1:0] g;                
reg [n-k-1:0] check;            
reg [width-1:0] s_tdata_reg;    
reg reg_flag;                   
wire [n-k-1:0] check_sub [width-1:0];
wire [n-k-1:0] check_reg;
assign check_sub[width-1]=m_axis_tdata[width-1]?g:0;
genvar i;
generate
for(i=0;i<=width-2;i=i+1)
begin
  assign check_sub[i]=m_axis_tdata[i]?({{g[sub_size*7+width-1-i-1:sub_size*7],g[sub_size*8-1:sub_size*7+width-1-i]},
                                        {g[sub_size*6+width-1-i-1:sub_size*6],g[sub_size*7-1:sub_size*6+width-1-i]},
                                        {g[sub_size*5+width-1-i-1:sub_size*5],g[sub_size*6-1:sub_size*5+width-1-i]},
                                        {g[sub_size*4+width-1-i-1:sub_size*4],g[sub_size*5-1:sub_size*4+width-1-i]},
                                        {g[sub_size*3+width-1-i-1:sub_size*3],g[sub_size*4-1:sub_size*3+width-1-i]},
                                        {g[sub_size*2+width-1-i-1:sub_size*2],g[sub_size*3-1:sub_size*2+width-1-i]},
                                        {g[sub_size*1+width-1-i-1:sub_size*1],g[sub_size*2-1:sub_size*1+width-1-i]},
                                        {g[sub_size*0+width-1-i-1:sub_size*0],g[sub_size*1-1:sub_size*0+width-1-i]}}):0;
end
endgenerate
generate
if(width==1)
  assign check_reg=check_sub[0];
else if(width==2)
  assign check_reg=check_sub[0]^check_sub[1];
else if(width==4)
  assign check_reg=check_sub[0]^check_sub[1]^check_sub[2]^check_sub[3];
else if(width==8)
  assign check_reg=check_sub[0]^check_sub[1]^check_sub[2]^check_sub[3]^check_sub[4]^check_sub[5]^check_sub[6]^check_sub[7];
else if(width==16)
  assign check_reg=check_sub[0]^check_sub[1]^check_sub[2]^check_sub[3]^check_sub[4]^check_sub[5]^check_sub[6]^check_sub[7]^check_sub[8]^check_sub[9]^check_sub[10]^check_sub[11]^check_sub[12]^check_sub[13]^check_sub[14]^check_sub[15];
else if(width==32)
  assign check_reg=check_sub[0]^check_sub[1]^check_sub[2]^check_sub[3]^check_sub[4]^check_sub[5]^check_sub[6]^check_sub[7]^check_sub[8]^check_sub[9]^check_sub[10]^check_sub[11]^check_sub[12]^check_sub[13]^check_sub[14]^check_sub[15]^check_sub[16]^check_sub[17]^check_sub[18]^check_sub[19]^check_sub[20]^check_sub[21]^check_sub[22]^check_sub[23]^check_sub[24]^check_sub[25]^check_sub[26]^check_sub[27]^check_sub[28]^check_sub[29]^check_sub[30]^check_sub[31];
else
  assign check_reg=check_sub[0]^check_sub[1]^check_sub[2]^check_sub[3]^check_sub[4]^check_sub[5]^check_sub[6]^check_sub[7]^check_sub[8]^check_sub[9]^check_sub[10]^check_sub[11]^check_sub[12]^check_sub[13]^check_sub[14]^check_sub[15]^check_sub[16]^check_sub[17]^check_sub[18]^check_sub[19]^check_sub[20]^check_sub[21]^check_sub[22]^check_sub[23]^check_sub[24]^check_sub[25]^check_sub[26]^check_sub[27]^check_sub[28]^check_sub[29]^check_sub[30]^check_sub[31]^check_sub[32]^check_sub[33]^check_sub[34]^check_sub[35]^check_sub[36]^check_sub[37]^check_sub[38]^check_sub[39]^check_sub[40]^check_sub[41]^check_sub[42]^check_sub[43]^check_sub[44]^check_sub[45]^check_sub[46]^check_sub[47]^check_sub[48]^check_sub[49]^check_sub[50]^check_sub[51]^check_sub[52]^check_sub[53]^check_sub[54]^check_sub[55]^check_sub[56]^check_sub[57]^check_sub[58]^check_sub[59]^check_sub[60]^check_sub[61]^check_sub[62]^check_sub[63];
endgenerate
always@(posedge clk or negedge rst_n)
begin
  if(!rst_n)
    begin
      in_out_cnt<=0;
      g<={G1_1,G1_2,G1_3,G1_4,G1_5,G1_6,G1_7,G1_8};
      check<=0;
      s_axis_tready<=0;
      s_tdata_reg<=0;
      reg_flag<=0;
      m_axis_tdata<=0;
      m_axis_tvalid<=0;
      m_axis_tlast<=0;
      state<=STATE_waiting_valid;
    end
  else
    begin
      case(state)
        STATE_waiting_valid : begin
                                s_axis_tready<=1;
                                if(s_axis_tready&&s_axis_tvalid)  
                                  begin
                                    m_axis_tdata<=s_axis_tdata;
                                    m_axis_tvalid<=1;
                                    state<=STATE_data_out;
                                  end
                              end
        STATE_data_out : begin
                           if(m_axis_tready&&m_axis_tvalid)
                             begin
                               check<=check^check_reg;  
                               if(in_out_cnt==k-width)  
                                 begin
                                   in_out_cnt<=0;
                                   s_axis_tready<=0;
                                   m_axis_tdata<=m_axis_tdata;
                                   m_axis_tvalid<=0;
                                   state<=STATE_check_out;
                                   if(s_axis_tready&&s_axis_tvalid)  
                                     begin
                                       s_tdata_reg<=s_axis_tdata;
                                       reg_flag<=1;
                                     end
                                 end
                               else
                                 begin
                                   in_out_cnt<=in_out_cnt+width;
                                   if(s_axis_tready&&s_axis_tvalid)  
                                     begin
                                       m_axis_tdata<=s_axis_tdata;
                                       m_axis_tvalid<=1;
                                       state<=STATE_data_out;
                                     end
                                   else
                                     begin
                                       m_axis_tdata<=m_axis_tdata;
                                       m_axis_tvalid<=0;
                                       state<=STATE_waiting_valid;
                                     end
                                 end
                               case(in_out_cnt)
                                 sub_size*1-width : g<={G2_1,G2_2,G2_3,G2_4,G2_5,G2_6,G2_7,G2_8};
                                 sub_size*2-width : g<={G3_1,G3_2,G3_3,G3_4,G3_5,G3_6,G3_7,G3_8};
                                 sub_size*3-width : g<={G4_1,G4_2,G4_3,G4_4,G4_5,G4_6,G4_7,G4_8};
                                 sub_size*4-width : g<={G5_1,G5_2,G5_3,G5_4,G5_5,G5_6,G5_7,G5_8};
                                 sub_size*5-width : g<={G6_1,G6_2,G6_3,G6_4,G6_5,G6_6,G6_7,G6_8};
                                 sub_size*6-width : g<={G7_1,G7_2,G7_3,G7_4,G7_5,G7_6,G7_7,G7_8};
                                 sub_size*7-width : g<={G8_1,G8_2,G8_3,G8_4,G8_5,G8_6,G8_7,G8_8};
                                 sub_size*8-width : g<={G1_1,G1_2,G1_3,G1_4,G1_5,G1_6,G1_7,G1_8};
                                 default : g<={{g[sub_size*7+width-1:sub_size*7],g[sub_size*8-1:sub_size*7+width]},
                                               {g[sub_size*6+width-1:sub_size*6],g[sub_size*7-1:sub_size*6+width]},
                                               {g[sub_size*5+width-1:sub_size*5],g[sub_size*6-1:sub_size*5+width]},
                                               {g[sub_size*4+width-1:sub_size*4],g[sub_size*5-1:sub_size*4+width]},
                                               {g[sub_size*3+width-1:sub_size*3],g[sub_size*4-1:sub_size*3+width]},
                                               {g[sub_size*2+width-1:sub_size*2],g[sub_size*3-1:sub_size*2+width]},
                                               {g[sub_size*1+width-1:sub_size*1],g[sub_size*2-1:sub_size*1+width]},
                                               {g[sub_size*0+width-1:sub_size*0],g[sub_size*1-1:sub_size*0+width]}
                                              };
                               endcase
                             end
                           else  
                             begin
                               s_axis_tready<=0;
                               state<=STATE_waiting_ready;
                               if(s_axis_tready&&s_axis_tvalid)  
                                 begin
                                   s_tdata_reg<=s_axis_tdata;
                                   reg_flag<=1;
                                 end
                             end
                         end
        STATE_waiting_ready : begin
                                if(m_axis_tready&&m_axis_tvalid)
                                  begin
                                    check<=check^check_reg;
                                    if(in_out_cnt==k-width)
                                      begin
                                        in_out_cnt<=0;
                                        m_axis_tdata<=m_axis_tdata;
                                        m_axis_tvalid<=0;
                                        state<=STATE_check_out;
                                      end
                                    else
                                      begin
                                        in_out_cnt<=in_out_cnt+width;
                                        s_axis_tready<=1;
                                        if(reg_flag==0)
                                          begin
                                            m_axis_tdata<=m_axis_tdata;
                                            m_axis_tvalid<=0;
                                            state<=STATE_waiting_valid;
                                          end
                                        else
                                          begin
                                            reg_flag<=0;
                                            m_axis_tdata<=s_tdata_reg;
                                            m_axis_tvalid<=1;
                                            state<=STATE_data_out;
                                          end
                                      end
                                    case(in_out_cnt)
                                      sub_size*1-width : g<={G2_1,G2_2,G2_3,G2_4,G2_5,G2_6,G2_7,G2_8};
                                      sub_size*2-width : g<={G3_1,G3_2,G3_3,G3_4,G3_5,G3_6,G3_7,G3_8};
                                      sub_size*3-width : g<={G4_1,G4_2,G4_3,G4_4,G4_5,G4_6,G4_7,G4_8};
                                      sub_size*4-width : g<={G5_1,G5_2,G5_3,G5_4,G5_5,G5_6,G5_7,G5_8};
                                      sub_size*5-width : g<={G6_1,G6_2,G6_3,G6_4,G6_5,G6_6,G6_7,G6_8};
                                      sub_size*6-width : g<={G7_1,G7_2,G7_3,G7_4,G7_5,G7_6,G7_7,G7_8};
                                      sub_size*7-width : g<={G8_1,G8_2,G8_3,G8_4,G8_5,G8_6,G8_7,G8_8};
                                      sub_size*8-width : g<={G1_1,G1_2,G1_3,G1_4,G1_5,G1_6,G1_7,G1_8};
                                      default : g<={{g[sub_size*7+width-1:sub_size*7],g[sub_size*8-1:sub_size*7+width]},
                                                    {g[sub_size*6+width-1:sub_size*6],g[sub_size*7-1:sub_size*6+width]},
                                                    {g[sub_size*5+width-1:sub_size*5],g[sub_size*6-1:sub_size*5+width]},
                                                    {g[sub_size*4+width-1:sub_size*4],g[sub_size*5-1:sub_size*4+width]},
                                                    {g[sub_size*3+width-1:sub_size*3],g[sub_size*4-1:sub_size*3+width]},
                                                    {g[sub_size*2+width-1:sub_size*2],g[sub_size*3-1:sub_size*2+width]},
                                                    {g[sub_size*1+width-1:sub_size*1],g[sub_size*2-1:sub_size*1+width]},
                                                    {g[sub_size*0+width-1:sub_size*0],g[sub_size*1-1:sub_size*0+width]}
                                                   };
                                    endcase
                                  end
                              end
        STATE_check_out : begin
                            if(!m_axis_tvalid)
                              begin
                                in_out_cnt<=0;
                                m_axis_tdata<=check[n-k-1:n-k-width];
                                m_axis_tvalid<=1;
                              end
                            else if(m_axis_tready&&m_axis_tvalid)
                              begin
                                if(in_out_cnt==n-k-width)
                                  begin
                                    in_out_cnt<=0;
                                    check<=0;
                                    s_axis_tready<=1;
                                    m_axis_tlast<=0;
                                    if(reg_flag)
                                      begin
                                        m_axis_tdata<=s_tdata_reg;
                                        reg_flag<=0;
                                        state<=STATE_data_out;
                                      end
                                    else
                                      begin
                                        m_axis_tdata<=m_axis_tdata;
                                        m_axis_tvalid<=0;
                                        state<=STATE_waiting_valid;
                                      end
                                  end
                                else if(in_out_cnt==n-k-2*width)
                                  begin
                                    in_out_cnt<=in_out_cnt+width;
                                    m_axis_tdata<=check[(n-k-1-in_out_cnt-width*2+1) +: width];
                                    m_axis_tlast<=1;
                                  end
                                else
                                  begin
                                    in_out_cnt<=in_out_cnt+width;
                                    m_axis_tdata<=check[(n-k-1-in_out_cnt-width*2+1) +: width];
                                  end
                              end
                          end
        default : begin
                    in_out_cnt<=0;
                    g<={G1_1,G1_2,G1_3,G1_4,G1_5,G1_6,G1_7,G1_8};
                    check<=0;
                    s_axis_tready<=0;
                    m_axis_tdata<=0;
                    m_axis_tvalid<=0;
                    m_axis_tlast<=0;
                    state<=STATE_waiting_valid;            
                  end
      endcase
    end
end
endmodule
</file>
==> Changelog: implementation <==
## Implementation

- Tot GR Track Use: 55.4%
- Worst hold-check path type: reg2reg
- Fin area: 250000 sq um
- OpenROAD warning count: 64
- Root Buffer Master: clkbuf_16
- Slew Viols, Final: 1
- Area leader share: 22.9%
- Core Box Area: 468000 sq um
- Yosys Instances: 32238
- XOR/XNOR share of the synthesized area: 30.5%
- Post-Place Worst Slack: 154720 ps
- Cell Area, Synth: 235000 sq um
- Maxcap violations: 0
- Setup Fix Bufs, Post-CTS: 0
- Core Util, Final: 53.4%
- WL/cell: 34.7 microns
- Dominant flop cell: dfrtp_1
- DR pass1 iterations: 9
- Unrepaired setup endpoints after global routing: false
- DPL Wire Length: 908000 microns
- Placed Area: 239000 sq um
- Die width: 688 microns
- Distinct cells, synth: 113
- Fin. Hold Viols: 0
- Clock tree buffer depth: 4
- Slew @ Worst Pin: 1500 ps
- Number of routed nets with antenna violations: 0
- DRC: 0
- Most numerous cell in the Yosys netlist: nand2_1
- CP required: 200870 ps
- Via-per-instance ratio: 6.24
- Synth logic family: XOR/XNOR gates
- Pin count of the biggest net entering global routing: 115
- Biggest area cells: xnor2_1, dfrtp_1, nand2_1
- WS Path Type: in2async
- IR drop worst, VDD: 15.3 uV
- Hold_buf cts: 0
- Post-synthesis cell count: 32238
- Post-synth EDFFs: 0
- Cell type with the largest total area: xnor2_1
- Skew-Pair Late Insertion Delay: 1040 ps
- CP Capture Type: asynchronous set/reset pin
- TritonCTS clock tree: done
- Starting DRT DRC Count: 26844
- Fin crit period: 44020 ps
- Yosys simple share: 22.8%
- Die Size: 474000 sq um
- Multiplexer share: 11.1%
- IO buf count: 22
- Setup TNS: 0 ps
- Run status: finished, violations left
- Clk sink count: 2084
- Yosys stat chip area: 235000 sq um
- TritonCTS Buffers: 278
- Die Height: 688 microns
- Final setup vio count: 0
- Reg clk slew, reported paths: 60 ps
- Routability Congestion: 1.12
- Registers, synthesis: 2084
- CTS resizes: 0
- Area grow syn2layout: 6.14%
- # IOs: 23
- Syn avg cell area: 7.30 sq um
- Aoi share: 7.46%
- H-tree lvl count: 5
- Initial antenna violation count: 281
- Vias: 232633
- Initial Util: 50.3%
- Pleak: 81.1 nW
- Yosys adder share: 0.0213%
- CP Launch Type: primary input
- Worst Setup Slack, final: 155780 ps
- DRT Wirelength: 1290000 microns
- Global route total overflow: 0
- Commonest cells in the netlist: nand2_1, xnor2_1, nor2_1, xor2_1, dfrtp_1
- YS warnings: 1
- Worst clock skew: 54.9 ps
- Failing checks: max-slew violations
- Fraction of registers with async set/reset: 100%
- Layout cells sized above 1: 10.3%
- CP max FO: 94
- Row count: 251
- Vias in the first global route: 209571
- PwrDens: 13.5 nW/um^2
- First-pass GRT wire length: 1770000 microns
- Relative slew slack: -0.160%
- Max Freq: 22.7 MHz
- Post-layout power: 3.37 mW
- Post-synth seq share: 22.4%
- Tcrit/Tclk final: 22.0%
- Fill count: 43277
- CP arrival: 45090 ps
[stage by stage]
| stage | hold WS (ps) | std cells |
|---|---|---|
| floorplan | 438 | 32238 |
| global placement | 498 | 36287 |
| detailed placement | 497 | 36288 |
| CTS | 511 | 36798 |
| global route | 535 | 36984 |
| finish | 511 | 37291 |
[final cells by class]
cell class	instances	area, sq um	share of cell area (%)
tap	6198	7750	3.10
clock buffer	392	8030	3.21
multi-input combinational	26964	170000	68.2
inverter	41	161	0.0646
clock inverter	118	1540	0.617
antenna	493	1230	0.494
sequential	2084	52900	21.2
timing repair buffer	1001	7880	3.15
[critical path, stage by stage]
cell and delay (ps):
buf_16 330, buf_4 600, buf_4 680, buf_4 540, buf_4 610, buf_4 590
buf_4 680, buf_4 690
[path summary, 6_finish.rpt]
| kind | from | end | slack [ps] | cells past startpoint |
|---|---|---|---|---|
| setup / recovery | rst_n | check[897] | 155780 | 8 |
| hold / removal | s_tdata_reg[1] | s_tdata_reg[1] | 510 | 1 |
| setup reg to reg | in_out_cnt[0] | m_axis_tdata[1] | 191170 | 15 |
| hold reg to reg | s_tdata_reg[1] | s_tdata_reg[1] | 510 | 1 |
| max in group clk0 | m_axis_tready | check[360] | 155950 | 11 |
| min in group asynchronous | rst_n | check[286] | 38850 | 1 |
[layer usage]
layer	track usage (%)	share of wire [%]	vias to the layer above
li1	-	-	99106
met1	67.2	36	112547
met2	68.8	38	16339
met3	34.5	16	4386
met4	43.7	9.3	255
met5	8.74	0.37	-
[placed cells by master (no fill, tap or decap), drive strengths merged, types with 49 or more instances in the layout]
cell and instances:
nand2 10039, clkinv 66, o22ai 109, o31ai 49, diode 493, dfrtp 1541, o21ai 847, a211oi 117
mux2i 1009, clkbuf 392, nand4 51, a21oi 997, buf 980, a22oi 65, inv 52, mux4 517
xnor2 6153, o211ai 123, mux2 382, nand3 166, dfstp 543, nor3 114, xor2 2054, nor2 3369
a31oi 99
[where the power goes]
part / internal [mW] / total (mW) / switching (mW)
registers: 0.561 / 0.892 / 0.331
clock network: 0.318 / 0.549 / 0.231
logic: 0.613 / 1.93 / 1.32
total: 1.49 / 3.37 / 1.88
[logic make-up after synthesis]
family / after synthesis
compound gates: 2888
xor+xnor: 8207
fa+ha+maj: 4
buf+inv: 3190
flops: 2084
mux: 1908
simple gates: 13957
Power is estimated from default activity; no workload was simulated.
